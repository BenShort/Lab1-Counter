<file path="design/flow/config.mk">
export PLATFORM = sky130hd
export DESIGN_NAME = top
export DESIGN_NICKNAME = top
export VERILOG_FILES = /design/flow/design.v
export SDC_FILE = /design/flow/constraint.sdc
export NUM_CORES = 4
export LEC_CHECK = 1
export CORE_AREA = 10 10 74 74
export DIE_AREA = 0 0 84 84
</file>
<file path="design/flow/constraint.sdc">
current_design top

set clk_period 7.1
set clk_io_pct 0.2

create_clock -name clk0 -period $clk_period [get_ports {clk}]

set non_clock_inputs [all_inputs -no_clocks]
set_input_delay [expr $clk_period * $clk_io_pct] -clock clk0 $non_clock_inputs
set_output_delay [expr $clk_period * $clk_io_pct] -clock clk0 [all_outputs]
</file>
<file path="design/flow/design.v">
module bin2bcd (x, BCD);
	input[7:0] x;			 
	output reg[11:0] BCD;   
   reg [19:0] result;   
   integer i;
   always_comb
   begin
      result[19:0] = 0;
      result[7:0] = x;
      for (i=0; i<8; i=i+1) begin
         if (result[11:8] >= 5)
            result[11:8] = result[11:8] + 4'd3;
         if (result[15:12] >= 5)
            result[15:12] = result[15:12] + 4'd3;
         result = result << 1;
      end
      BCD = result[19:8];
   end
endmodule
module counter #(
    parameter WIDTH = 8
)(
    input logic              clk,
    input logic              rst,
    input logic              en,
    output logic [WIDTH-1:0] count
);
always_ff @(posedge clk, posedge rst)
    if(rst) count <= {WIDTH{1'b0}};  
    else count <= count + {{WIDTH-1{1'b0}}, en};  
endmodule
module top #(
  parameter WIDTH = 8
)(
  input  logic             clk,       
  input  logic             rst,       
  input  logic             en,        
  input  logic [WIDTH-1:0] v,         
  output logic [11:0]      bcd        
);
  logic  [WIDTH-1:0]       count;     
counter myCounter (
  .clk (clk),
  .rst (rst),
  .en (en),
  .count (count)
);
bin2bcd myDecoder (
  .x (count),
  .BCD (bcd)
);
endmodule
</file>
<file path="design/flow/run.sh">
#!/bin/bash
# OpenROAD 26Q1-2900-gdf79404cd8, Yosys 0.63+post, stock flow scripts
make -C /OpenROAD-flow-scripts/flow DESIGN_CONFIG=/design/flow/config.mk WORK_HOME=/design/flow/orfs finish
</file>
==> impl_metrics.toml <==
# yosys + openroad results
[final_timing]
rsz0062_at_grt = "false"
slew_viol_final = 0
setup_viol = 0
timing.fmax_ghz = 0.1524
setup_tns_ns = 0
fin_crit_ns = 6.563
fin_crit_sh_pct = 92.43
hold_viol = 0
fin_worst_skew_ns = 0.001141

[yosys]
ys_ff = 8
area_leaders = "dfrtp_1 (15%), ha_1 (11%), xnor2_1 (5.2%)"
ff_type = "dfrtp_1"
yosysTopAreaCell = "dfrtp_1"
ys_area_um2 = 1335
synthCells = 165
synth_cell_types = 59
yosysTopAreaCellShare_pct = 15.00
synthesis.area_um2 = 1335
ys_seq_share_pct = 15.00
yosys_warnings = 2
ys_cells = 165
edf_count = 0
avgSynthCellArea_um2 = 8.091
synthArstFlopShare_pct = 100.0

[clocking]
holdBufCountCts = 0
cts.sinks = 8
clk_pin_slew_ns = 0.04
cts_setup_buffers = 0
cts-htree-levels = 1
cts_tree = "built"
numCtsBuffers = 3
clk_latency_ns = 0.22
root_buffer = "clkbuf_8"
cts_resized = 0
clockBufferDepth = 2

[routing]
drt_iter0_markers = 81
first_pass_iters = 4
vias = 1206
final_antenna_net_count = 0
num_antenna_cells = 0
wirelength_um = 2765
drc = 0
wire_per_inst_um = 12.45
routed_via_density = 5.432

[setup_path]
criticalPathCategory = "flop to output pin"
cp.required_ns = 5.68
critPathTopFamily = "simple AND/OR/NAND/NOR gates"
crit_path_cell_trace = "inv_1 -> ha_1 -> inv_1 -> ha_2 -> a21oi_2 -> xnor2_2 -> ha_1 -> and2b_1 -> or4_1 -> o2111ai_2 -> ha_1 -> nand2b_1 -> nand2_1 -> nor3_1 -> nor2_1 -> nand2_1 -> ha_1 -> a21oi_1 -> or3_4 -> a21o_1 -> a31oi_1 -> clkdlybuf4s50_1"
cp-start-kind = "flop"
crit_fanout = 10
reg2regPathDepth = 4
cp_data_arrival_time_ns = 5.14
cp_slowest_stage_delay_ns = 0.51
crit_path_end_kind = "output pin"
crit_buf_inv = 3
cp_common_cell = "ha_1"
critPathSlowestCell = "dfrtp_1"
path_depth = 22

[grt]
antenna_found_initial = 0
grt_max_degree = 16
grt_pass1_wl_um = 4705
gr-total-overflow = 0
grt_pass1_vias = 1117
grtUsageTotal_pct = 7.288

[cells_and_area]
logic_area_um2 = 1055
reg_top3 = "myCounter.count: 8 flops"
largest-register = "myCounter.count"
drive_gt1_share_pct = 16.28
layout_top_cell = "nor2_1"
regArea_um2 = 200.2
largest_register_ffs = 8
nFillCells = 409
areaGrowthSynthToFinish_pct = 14.43
most-common-layout-cells = "nor2_1 (14), clkdlybuf4s50_1 (12), inv_1 (11), ha_1 (11)"

[placement]
portBuffers = 12
gp_congestion = 0.8365
dpl.hpwl_um = 2135

[floorplanning]
die_y_um = 84
coreArea_um2 = 3971
initCoreUtil_pct = 33.62
rows = 23
dieWidth_um = 84
fp.dieArea_um2 = 7056
ios = 23

[status]
status = "finished clean"

[hold_path]
holdPathStages = 1
min_path_type = "flop to flop"

[job]
drv_cap = 0
warnings = 37
-- metrics by stage --
step	instances	instance area [um2]	hold slack (ns)	setup slack [ns]	util, %
4_1_cts	222	1504	0.4942	0.3172	37.87
3_3_place_gp	219	1463	0.4829	0.5824	36.83
6_report	222	1528	0.4893	0.5375	38.47
3_5_place_dp	219	1463	0.4852	0.5781	36.83
2_1_floorplan	166	1339	0.4672	1.617	-
5_1_grt	222	1528	0.5017	0.05655	38.47
-- routing by layer --
| metal | wire length [um] | vias to the layer above | track usage [%] |
|---|---|---|---|
| li1 | - | 630 | - |
| met1 | 1341 | 560 | 9.149 |
| met2 | 1325 | 16 | 12.75 |
| met3 | 98 | 0 | 1.378 |
| met4 | 0 | 0 | 1.065 |
| met5 | 0 | - | 0 |
-- synthesized netlist by cell type, types with 4 or more instances --
cell and number:
a21oi_1 10, a31oi_1 5, buf_4 5, dfrtp_1 8, ha_1 12, inv_1 11, mux2i_1 4, nand2_1 8
nand3_1 5, nand4_1 5, nor2_1 14, o21ai_0 6, xnor2_1 8
-- final cells by class --
| type | instances | share of cell area [%] |
|---|---|---|
| Sequential cell | 8 | 13.10 |
| Clock buffer | 3 | 2.703 |
| Inverter | 11 | 2.703 |
| Timing Repair Buffer | 13 | 8.354 |
| Tap cell | 50 | 4.095 |
| Multi-Input combinational cell | 137 | 69.04 |
-- final timing paths --
kind | slack, ns | to | start
worst min-delay path | 0.49 | myCounter.count[0]$_DFF_PP0_ | myCounter.count[0]$_DFF_PP0_
min in group asynchronous | 1.45 | myCounter.count[6]$_DFF_PP0_ | rst
worst max register to register | 5.74 | myCounter.count[6]$_DFF_PP0_ | myCounter.count[1]$_DFF_PP0_
max in group asynchronous | 5.42 | myCounter.count[2]$_DFF_PP0_ | rst
worst min register to register | 0.49 | myCounter.count[0]$_DFF_PP0_ | myCounter.count[0]$_DFF_PP0_
worst max-delay path | 0.54 | bcd[5] | myCounter.count[5]$_DFF_PP0_
-- worst register-to-register path: cells and delay by family, from the launching register on --
kind	cells	cell delay, ns
DFF	1	0.54
and+or+nand+nor	2	0.30
adders and majority gates	1	0.25
xor gates and xnor gates	1	0.14
-- kinds of logic after synthesis --
kind of cell / Yosys count / share of synthesized area (%)
buf+inv: 21 / 8.060
simple gates: 56 / 24.37
fa+ha+maj: 12 / 11.25
compound gates: 52 / 29.71
xor+xnor: 11 / 8.341
other cells: 1 / 0.2809
mux: 4 / 2.999
flops: 8 / 15.00
